==> flow/design.v <==
`timescale 1ns/1ps
module GUIMaker(
    input  logic [9:0] vga_x_pixel,
    input  logic [9:0] vga_y_pixel,
    input  logic [3:0] i_r,
    input  logic [3:0] i_g,
    input  logic [3:0] i_b,
    output logic [3:0] o_r,
    output logic [3:0] o_g,
    output logic [3:0] o_b
);
    localparam H_1_3 = 213;         
    localparam H_2_3 = 427;         
    localparam V_1_3 = 160;         
    localparam V_2_3 = 320;         
    localparam LINE_THICKNESS = 3;
    localparam OUTER_RADIUS = 5;    
    localparam INNER_RADIUS = 2;    
    localparam RING_THICKNESS = 1;  
    localparam H_CENTER_1 = 106;    
    localparam H_CENTER_2 = 320;    
    localparam H_CENTER_3 = 533;    
    localparam V_CENTER_1 = 80;     
    localparam V_CENTER_2 = 240;    
    localparam V_CENTER_3 = 400;    
    logic draw_grid;
    logic draw_target_rings;
    logic draw_target_centers;
    logic [19:0] dx_sq, dy_sq, dist_sq, radius_sq;
    logic [9:0] abs_dx, abs_dy;
    assign draw_grid =
        (vga_x_pixel >= H_1_3 - LINE_THICKNESS/2 && vga_x_pixel <= H_1_3 + LINE_THICKNESS/2) ||
        (vga_x_pixel >= H_2_3 - LINE_THICKNESS/2 && vga_x_pixel <= H_2_3 + LINE_THICKNESS/2) ||
        (vga_y_pixel >= V_1_3 - LINE_THICKNESS/2 && vga_y_pixel <= V_1_3 + LINE_THICKNESS/2) ||
        (vga_y_pixel >= V_2_3 - LINE_THICKNESS/2 && vga_y_pixel <= V_2_3 + LINE_THICKNESS/2);
    logic is_center_1, is_center_2, is_center_3, is_center_4, is_center_5;
    logic is_center_6, is_center_7, is_center_8, is_center_9;
    logic is_outer_1, is_outer_2, is_outer_3, is_outer_4, is_outer_5;
    logic is_outer_6, is_outer_7, is_outer_8, is_outer_9;
    assign is_center_1 = ((vga_x_pixel >= H_CENTER_1 - INNER_RADIUS && vga_x_pixel <= H_CENTER_1 + INNER_RADIUS) &&
                         (vga_y_pixel >= V_CENTER_1 - INNER_RADIUS && vga_y_pixel <= V_CENTER_1 + INNER_RADIUS));
    assign is_center_2 = ((vga_x_pixel >= H_CENTER_2 - INNER_RADIUS && vga_x_pixel <= H_CENTER_2 + INNER_RADIUS) &&
                         (vga_y_pixel >= V_CENTER_1 - INNER_RADIUS && vga_y_pixel <= V_CENTER_1 + INNER_RADIUS));
    assign is_center_3 = ((vga_x_pixel >= H_CENTER_3 - INNER_RADIUS && vga_x_pixel <= H_CENTER_3 + INNER_RADIUS) &&
                         (vga_y_pixel >= V_CENTER_1 - INNER_RADIUS && vga_y_pixel <= V_CENTER_1 + INNER_RADIUS));
    assign is_center_4 = ((vga_x_pixel >= H_CENTER_1 - INNER_RADIUS && vga_x_pixel <= H_CENTER_1 + INNER_RADIUS) &&
                         (vga_y_pixel >= V_CENTER_2 - INNER_RADIUS && vga_y_pixel <= V_CENTER_2 + INNER_RADIUS));
    assign is_center_5 = ((vga_x_pixel >= H_CENTER_2 - INNER_RADIUS && vga_x_pixel <= H_CENTER_2 + INNER_RADIUS) &&
                         (vga_y_pixel >= V_CENTER_2 - INNER_RADIUS && vga_y_pixel <= V_CENTER_2 + INNER_RADIUS));
    assign is_center_6 = ((vga_x_pixel >= H_CENTER_3 - INNER_RADIUS && vga_x_pixel <= H_CENTER_3 + INNER_RADIUS) &&
                         (vga_y_pixel >= V_CENTER_2 - INNER_RADIUS && vga_y_pixel <= V_CENTER_2 + INNER_RADIUS));
    assign is_center_7 = ((vga_x_pixel >= H_CENTER_1 - INNER_RADIUS && vga_x_pixel <= H_CENTER_1 + INNER_RADIUS) &&
                         (vga_y_pixel >= V_CENTER_3 - INNER_RADIUS && vga_y_pixel <= V_CENTER_3 + INNER_RADIUS));
    assign is_center_8 = ((vga_x_pixel >= H_CENTER_2 - INNER_RADIUS && vga_x_pixel <= H_CENTER_2 + INNER_RADIUS) &&
                         (vga_y_pixel >= V_CENTER_3 - INNER_RADIUS && vga_y_pixel <= V_CENTER_3 + INNER_RADIUS));
    assign is_center_9 = ((vga_x_pixel >= H_CENTER_3 - INNER_RADIUS && vga_x_pixel <= H_CENTER_3 + INNER_RADIUS) &&
                         (vga_y_pixel >= V_CENTER_3 - INNER_RADIUS && vga_y_pixel <= V_CENTER_3 + INNER_RADIUS));
    assign is_outer_1 = ((vga_x_pixel >= H_CENTER_1 - OUTER_RADIUS && vga_x_pixel <= H_CENTER_1 + OUTER_RADIUS) &&
                        (vga_y_pixel >= V_CENTER_1 - OUTER_RADIUS && vga_y_pixel <= V_CENTER_1 + OUTER_RADIUS) &&
                        !((vga_x_pixel >= H_CENTER_1 - (OUTER_RADIUS-RING_THICKNESS) && vga_x_pixel <= H_CENTER_1 + (OUTER_RADIUS-RING_THICKNESS)) &&
                          (vga_y_pixel >= V_CENTER_1 - (OUTER_RADIUS-RING_THICKNESS) && vga_y_pixel <= V_CENTER_1 + (OUTER_RADIUS-RING_THICKNESS))));
    assign is_outer_2 = ((vga_x_pixel >= H_CENTER_2 - OUTER_RADIUS && vga_x_pixel <= H_CENTER_2 + OUTER_RADIUS) &&
                        (vga_y_pixel >= V_CENTER_1 - OUTER_RADIUS && vga_y_pixel <= V_CENTER_1 + OUTER_RADIUS) &&
                        !((vga_x_pixel >= H_CENTER_2 - (OUTER_RADIUS-RING_THICKNESS) && vga_x_pixel <= H_CENTER_2 + (OUTER_RADIUS-RING_THICKNESS)) &&
                          (vga_y_pixel >= V_CENTER_1 - (OUTER_RADIUS-RING_THICKNESS) && vga_y_pixel <= V_CENTER_1 + (OUTER_RADIUS-RING_THICKNESS))));
    assign is_outer_3 = ((vga_x_pixel >= H_CENTER_3 - OUTER_RADIUS && vga_x_pixel <= H_CENTER_3 + OUTER_RADIUS) &&
                        (vga_y_pixel >= V_CENTER_1 - OUTER_RADIUS && vga_y_pixel <= V_CENTER_1 + OUTER_RADIUS) &&
                        !((vga_x_pixel >= H_CENTER_3 - (OUTER_RADIUS-RING_THICKNESS) && vga_x_pixel <= H_CENTER_3 + (OUTER_RADIUS-RING_THICKNESS)) &&
                          (vga_y_pixel >= V_CENTER_1 - (OUTER_RADIUS-RING_THICKNESS) && vga_y_pixel <= V_CENTER_1 + (OUTER_RADIUS-RING_THICKNESS))));
    assign is_outer_4 = ((vga_x_pixel >= H_CENTER_1 - OUTER_RADIUS && vga_x_pixel <= H_CENTER_1 + OUTER_RADIUS) &&
                        (vga_y_pixel >= V_CENTER_2 - OUTER_RADIUS && vga_y_pixel <= V_CENTER_2 + OUTER_RADIUS) &&
                        !((vga_x_pixel >= H_CENTER_1 - (OUTER_RADIUS-RING_THICKNESS) && vga_x_pixel <= H_CENTER_1 + (OUTER_RADIUS-RING_THICKNESS)) &&
                          (vga_y_pixel >= V_CENTER_2 - (OUTER_RADIUS-RING_THICKNESS) && vga_y_pixel <= V_CENTER_2 + (OUTER_RADIUS-RING_THICKNESS))));
    assign is_outer_5 = ((vga_x_pixel >= H_CENTER_2 - OUTER_RADIUS && vga_x_pixel <= H_CENTER_2 + OUTER_RADIUS) &&
                        (vga_y_pixel >= V_CENTER_2 - OUTER_RADIUS && vga_y_pixel <= V_CENTER_2 + OUTER_RADIUS) &&
                        !((vga_x_pixel >= H_CENTER_2 - (OUTER_RADIUS-RING_THICKNESS) && vga_x_pixel <= H_CENTER_2 + (OUTER_RADIUS-RING_THICKNESS)) &&
                          (vga_y_pixel >= V_CENTER_2 - (OUTER_RADIUS-RING_THICKNESS) && vga_y_pixel <= V_CENTER_2 + (OUTER_RADIUS-RING_THICKNESS))));
    assign is_outer_6 = ((vga_x_pixel >= H_CENTER_3 - OUTER_RADIUS && vga_x_pixel <= H_CENTER_3 + OUTER_RADIUS) &&
                        (vga_y_pixel >= V_CENTER_2 - OUTER_RADIUS && vga_y_pixel <= V_CENTER_2 + OUTER_RADIUS) &&
                        !((vga_x_pixel >= H_CENTER_3 - (OUTER_RADIUS-RING_THICKNESS) && vga_x_pixel <= H_CENTER_3 + (OUTER_RADIUS-RING_THICKNESS)) &&
                          (vga_y_pixel >= V_CENTER_2 - (OUTER_RADIUS-RING_THICKNESS) && vga_y_pixel <= V_CENTER_2 + (OUTER_RADIUS-RING_THICKNESS))));
    assign is_outer_7 = ((vga_x_pixel >= H_CENTER_1 - OUTER_RADIUS && vga_x_pixel <= H_CENTER_1 + OUTER_RADIUS) &&
                        (vga_y_pixel >= V_CENTER_3 - OUTER_RADIUS && vga_y_pixel <= V_CENTER_3 + OUTER_RADIUS) &&
                        !((vga_x_pixel >= H_CENTER_1 - (OUTER_RADIUS-RING_THICKNESS) && vga_x_pixel <= H_CENTER_1 + (OUTER_RADIUS-RING_THICKNESS)) &&
                          (vga_y_pixel >= V_CENTER_3 - (OUTER_RADIUS-RING_THICKNESS) && vga_y_pixel <= V_CENTER_3 + (OUTER_RADIUS-RING_THICKNESS))));
    assign is_outer_8 = ((vga_x_pixel >= H_CENTER_2 - OUTER_RADIUS && vga_x_pixel <= H_CENTER_2 + OUTER_RADIUS) &&
                        (vga_y_pixel >= V_CENTER_3 - OUTER_RADIUS && vga_y_pixel <= V_CENTER_3 + OUTER_RADIUS) &&
                        !((vga_x_pixel >= H_CENTER_2 - (OUTER_RADIUS-RING_THICKNESS) && vga_x_pixel <= H_CENTER_2 + (OUTER_RADIUS-RING_THICKNESS)) &&
                          (vga_y_pixel >= V_CENTER_3 - (OUTER_RADIUS-RING_THICKNESS) && vga_y_pixel <= V_CENTER_3 + (OUTER_RADIUS-RING_THICKNESS))));
    assign is_outer_9 = ((vga_x_pixel >= H_CENTER_3 - OUTER_RADIUS && vga_x_pixel <= H_CENTER_3 + OUTER_RADIUS) &&
                        (vga_y_pixel >= V_CENTER_3 - OUTER_RADIUS && vga_y_pixel <= V_CENTER_3 + OUTER_RADIUS) &&
                        !((vga_x_pixel >= H_CENTER_3 - (OUTER_RADIUS-RING_THICKNESS) && vga_x_pixel <= H_CENTER_3 + (OUTER_RADIUS-RING_THICKNESS)) &&
                          (vga_y_pixel >= V_CENTER_3 - (OUTER_RADIUS-RING_THICKNESS) && vga_y_pixel <= V_CENTER_3 + (OUTER_RADIUS-RING_THICKNESS))));
    assign draw_target_centers = is_center_1 || is_center_2 || is_center_3 || is_center_4 || is_center_5 ||
                               is_center_6 || is_center_7 || is_center_8 || is_center_9;
    assign draw_target_rings = is_outer_1 || is_outer_2 || is_outer_3 || is_outer_4 || is_outer_5 ||
                             is_outer_6 || is_outer_7 || is_outer_8 || is_outer_9;
    always_comb begin
        if (draw_target_rings || draw_target_centers) begin
            o_r = 4'hF;
            o_g = 4'h0;
            o_b = 4'h0;
        end else if (draw_grid) begin
            o_r = 4'h0;
            o_g = 4'hF;
            o_b = 4'h0;
        end else begin
            o_r = i_r;
            o_g = i_g;
            o_b = i_b;
        end
    end
endmodule
==> flow/run.sh <==
#!/bin/bash
# OpenROAD 26Q1-2900-gdf79404cd8, Yosys 0.63+post, stock flow scripts
make -C /OpenROAD-flow-scripts/flow DESIGN_CONFIG=/design/flow/config.mk WORK_HOME=/design/flow/orfs finish
==> flow/config.mk <==
export PLATFORM = sky130hd
export DESIGN_NAME = GUIMaker
export DESIGN_NICKNAME = GUIMaker
export VERILOG_FILES = /design/flow/design.v
export SDC_FILE = /design/flow/constraint.sdc
export NUM_CORES = 4
export LEC_CHECK = 1
export CORE_AREA = 10 10 103 103
export DIE_AREA = 0 0 113 113
==> flow/constraint.sdc <==
current_design GUIMaker

set clk_period 6.3
set clk_io_pct 0.2

create_clock -name clk0 -period $clk_period

set non_clock_inputs [all_inputs -no_clocks]
set_input_delay [expr $clk_period * $clk_io_pct] -clock clk0 $non_clock_inputs
set_output_delay [expr $clk_period * $clk_io_pct] -clock clk0 [all_outputs]
==> run notes <==
Reports from this run.

- The weighted congestion at the end of routability-driven global placement reads slightly above 0.8.
- The startpoint-to-endpoint class of the critical path is input port to output port.
- The total number of sequential cells reads 0.
- The cell count after synthesis is 129.
- The run finished with clean final reports.
- Summing the sequential cell areas from Yosys gives 0% of the chip area.
- The number of cells traversed by the worst hold path reads 4.
- In the post-synthesis netlist, the biggest area contributors are nor3_2, nand2_1, a211o_1, buf_6, a211oi_1.
- By instance count, the leading cell after synthesis is nand2_1.
- The fraction of layout cells with a size suffix above 1 is 15.8%.
- The synthesized netlist occupies a cell area of 913 µm².
- The remaining antenna violation count after routing reads 0.
- According to the floorplan report, the die width is 113 µm.
- Entering global routing, the biggest net connects 15 pins.
- The layout stage reports a final design area of 1430 µm².
- The post-detailed-placement cell area is 1430 µm².
- The count of unique library cells instantiated by Yosys is 53.
- The total detailed-routing wirelength is 3.39 mm.
- The count of yosys warnings during synthesis reads 1.
- The detailed placer reported the number of placed instances as 270.
- The area enclosed by the die boundary is 12,800 µm².
- The share of the synthesized area in the top cell type reads under 10%.
- At the floorplan stage, the core utilization is reported as 11.0%.
- Per the finish-stage timing summary, setup violations number 0.
- Global routing finished with a remaining overflow of 0.
- The tally of OpenROAD warnings reads 32.
- The critical path startpoint category reads an input port.
- The detailed-route DRC error count reads 0.
- The detailed-route wire length per cell is 12.6 µm.
- On the final layout, the worst hold slack is 3420 ps.
- The capture endpoint of the worst hold path is o_b[1].
- The max-slew violation count reads 0.
- The final report lists a non-filler cell total of 270.
- The number of antenna violations at the first check in global routing reads 0.
- After clock tree synthesis, the flow added hold-fix buffers numbering 0.
- The minimum clock period after layout reads around 5300 ps.
- The number of primary I/O pins reads ~44.
- The number of post-CTS setup repair buffers reads 0.
- The first global-routing pass estimated between 5 and 6 mm of wire.
- The mean instance size in the synthesized netlist reads about 7 µm².
- The placeable core region reads just over 8000 µm².
- The path class of the lowest-slack min-delay path is input port to output port.
- The setup TNS reads 0 ps.
- The number of input and output port buffers inserted reads 44.
- The via count of the first global-routing pass is 1,038.
- The initialized floorplan defines 33 standard-cell rows.
- The max-capacitance violation count is 0.
- Looking at the max-slew report, the worst-margin pin has a slew of around 630 ps.
- In this run, post-CTS repair resized a total of 0 instances.
- The biggest area consumer among synthesized cells is nor3_2.
- The relative slew slack is approximately 58%.
- The all-layer global routing usage is 5.03%.
- At the worst endpoint, the arrival time is just over 4000 ps.
- The clock buffer count reads 0.
- The DRC marker count from the first detailed-route iteration reads 33.
- The antenna diode count is 0.
- The number of cells in the yosys synthesis report is 129.
- The largest fanout on the critical path reads 12.
- The layout-stage area growth over the synthesis result reads 56.8%.
- In the synthesized netlist, the cells that appear most often are nand2_1, nor2_1, nor3_2.
- Setup repair after global routing left no endpoint under its margin.
- The analysis attributes to cell leakage a power of 0.478 nW.
- The power per cell area reads 47.4 nW/µm².
- For this run the detailed placement stage logged an HPWL of 2.87 mm.
- The yosys synthesis chip area reads 913 µm².
- In the finished design, the share of the clock period the worst path needs comes to a little over four fifths.
- The achievable frequency reads roughly 0.19 GHz.
- The worst hold path startpoint reads i_b[1].
- The flip-flop and latch area reads 0 µm².
- The detailed-routing iteration count for the pre-antenna-repair pass is 4.
- The data required time of the worst path reads 5040 ps.
- The final-report hold violation count reads 0.
- The via count is 1,131.
- The worst-case vdd ir drop reads 0.0299 mV.
- The category of the worst setup path capture point is an output port.
- The vias per cell is 4.19.
- The chip height is 113 µm.
[worst max-delay path: stages]
cell             delay [ps]
clkdlybuf4s50_1         520
or4_4                   580
or3_1                   360
o221a_1                 260
o21ai_2                 120
a211oi_2                 70
buf_4                   190
nor3_2                  170
clkdlybuf4s50_1         510
[per-stage QoR]
| step | total power [W] | setup WS (ps) | utilization, % |
|---|---|---|---|
| after global placement | 0.0000676 | 1000 | 17.3 |
| after detailed placement | 0.0000678 | 975 | 17.3 |
| after floorplan | 0.0000306 | 2110 | - |
| after global routing | 0.0000742 | 748 | 17.3 |
| after CTS | 0.0000682 | 974 | 17.3 |
| final | 0.0000679 | 983 | 17.3 |
[worst max path at each step]
stage	from	to	slack (ps)	depth (start not counted)
4_1_cts	vga_x_pixel[4]	o_g[3]	970	9
5_1_grt	vga_x_pixel[6]	o_r[1]	750	9
6_report	vga_x_pixel[4]	o_g[2]	980	9
[where the power goes]
part,leakage (nW),internal [W],switching (W)
combinational,0.478,0.0000393,0.0000286
clock,0,0,0
sequential,0,0,0
[placed cells by master, fill, tap and decap left out, drive strengths merged, types with 2 or more instances in the layout]
cell,n
a211o,5
nor2,8
nor4bb,2
nand2,16
and3,2
clkdlybuf4s50,44
o21ai,5
a21o,2
nor4b,3
or3,4
a211oi,5
or4,2
nor3b,4
nor3,10
a21oi,6
nor2b,3
nand2b,4
nand4,3
nand4b,2
inv,3
nand3,4
o211ai,3
a31oi,2
buf,2
o22ai,4
[area by class of cell]
cell class / count / area [µm²]
Fill cell: 913 / 6870
Multi-Input combinational cell: 115 / 817
Timing Repair Buffer: 46 / 455
Tap cell: 105 / 131
Inverter: 4 / 28.8
[cell families (layout without fill, tap and decap cells)]
family                    count (synthesis)  after routing  share of synthesized area [%]
xor gates and xnor gates                  2              2                           1.92
AOI/OAI and AO/OA                        41             41                           36.7
and+or+nand+nor                          72             72                           50.8
buffers and inverters                    14             50                           10.5
[per-layer routing]
layer	vias to the layer above	global-route usage [%]	wire [µm]
li1	573	-	-
met1	521	7.22	1600
met2	37	8.29	1620
met3	0	0.641	168
met4	0	0	0
met5	-	0	0
No activity file was given, so power comes from the tool's default toggle rates.
