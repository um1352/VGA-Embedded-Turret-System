==> flow/design.v <==
`timescale 1ns / 1ps
module VGA_Decoder (
    input  logic       clk,
    input  logic       reset,
    output logic pclk,
    output logic fclk,
    output logic       h_sync,
    output logic       v_sync,
    output logic [9:0] x_pixel,
    output logic [9:0] y_pixel,
    output logic       DE
);
    logic [9:0] v_counter;
    logic [9:0] h_counter;
    Pixel_clk_gen U_P_CLK (.*);
    pixel_counter U_P_COUNTER (.*);
    vga_decoder U_VGA_Decoder (.*);
    Frame_clk_gen U_F_CLK(.*);
endmodule
module Frame_clk_gen (
    input  logic pclk,
    input  logic reset,
    output logic fclk
);
    logic [$clog2(320*240)-1:0] p_counter;
    always_ff @(posedge pclk, posedge reset) begin
        if (reset) begin
            p_counter <= 0;
            fclk <= 1'b0;
        end else begin
            if (p_counter == 320*240-1) begin
                p_counter <= 0;
                fclk <= 1'b1;
            end else begin
                p_counter <= p_counter + 1;
                fclk <= 1'b0;
            end
        end
    end
endmodule
module Pixel_clk_gen (
    input  logic clk,
    input  logic reset,
    output logic pclk
);
    logic [1:0] p_counter;
    always_ff @(posedge clk, posedge reset) begin
        if (reset) begin
            p_counter <= 0;
        end else begin
            if (p_counter == 3) begin
                p_counter <= 0;
                pclk <= 1'b1;
            end else begin
                p_counter <= p_counter + 1;
                pclk <= 1'b0;
            end
        end
    end
endmodule
module pixel_counter (
    input  logic       pclk,
    input  logic       reset,
    output logic [9:0] v_counter,
    output logic [9:0] h_counter
);
    localparam H_MAX = 800, V_MAX = 525;   
    always_ff @(negedge pclk, posedge reset) begin
        if (reset) begin
            h_counter <= 0;
        end else begin
            if (h_counter == H_MAX - 1) begin
                h_counter <= 0;
            end else begin
                h_counter <= h_counter + 1;
            end
        end
    end
    always_ff @(negedge pclk, posedge reset) begin
        if (reset) begin
            v_counter <= 0;
        end else begin
            if (h_counter == H_MAX - 1) begin
                if (v_counter == V_MAX - 1) begin
                    v_counter <= 0;
                end else begin
                    v_counter = v_counter + 1;
                end
            end
        end
    end
endmodule
module vga_decoder (
    input  logic [9:0] h_counter,
    input  logic [9:0] v_counter,
    output logic       h_sync,
    output logic       v_sync,
    output logic [9:0] x_pixel,
    output logic [9:0] y_pixel,
    output logic       DE
);
    localparam H_Visible_area = 640;
    localparam H_Front_porch = 16;
    localparam H_Sync_pulse = 96;
    localparam H_Back_porch = 48;
    localparam H_Whole_line = 800;
    localparam V_Visible_area = 480;
    localparam V_Front_porch = 10;
    localparam V_Sync_pulse = 2;
    localparam V_Back_porch = 33;
    localparam V_Whole_frame = 525;
    assign h_sync = !((h_counter >= (H_Visible_area + H_Front_porch)) && (h_counter < (H_Visible_area + H_Front_porch + H_Sync_pulse)));
    assign v_sync = !((v_counter >= (V_Visible_area + V_Front_porch)) && (v_counter < (V_Visible_area + V_Front_porch + V_Sync_pulse)));
    assign DE = (h_counter < H_Visible_area) && (v_counter < V_Visible_area);
    assign x_pixel = h_counter;
    assign y_pixel = v_counter;
endmodule
==> flow/run.sh <==
#!/bin/bash
# OpenROAD 26Q1-2900-gdf79404cd8, Yosys 0.63+post, stock flow scripts
make -C /OpenROAD-flow-scripts/flow DESIGN_CONFIG=/design/flow/config.mk WORK_HOME=/design/flow/orfs finish
==> flow/config.mk <==
export PLATFORM = sky130hd
export DESIGN_NAME = VGA_Decoder
export DESIGN_NICKNAME = VGA_Decoder
export VERILOG_FILES = /design/flow/design.v
export SDC_FILE = /design/flow/constraint.sdc
export NUM_CORES = 4
export LEC_CHECK = 1
export CORE_UTILIZATION = 30
==> flow/constraint.sdc <==
current_design VGA_Decoder

set clk_period 1.4
set clk_io_pct 0.2

create_clock -name clk0 -period $clk_period [get_ports {clk}]

set non_clock_inputs [all_inputs -no_clocks]
set_input_delay [expr $clk_period * $clk_io_pct] -clock clk0 $non_clock_inputs
set_output_delay [expr $clk_period * $clk_io_pct] -clock clk0 [all_outputs]
==> results_dict.tcl <==
# collected from the flow reports
set metrics [dict create \
    outcome "finished clean" \
    die_h_um 83.59 \
    ys.flop_type "dfrtp_1" \
    edf_count 1 \
    crit_fanout 2 \
    num_antenna_cells 0 \
    ys_seq_frac 0.5163 \
    crit_path_start_kind "register" \
    core_um2 6386 \
    area_leaders "dfrtn_1, dfrtp_1, xnor2_1" \
    end_kind "output port" \
    crit_family "buffers and inverters" \
    die_area_um2 6986 \
    maxSlewViolCount 0 \
    final_util 0.3752 \
    ctsResizeCount 0 \
    cts_tree "done" \
    yosys_cells 191 \
    avgSynthCellArea_um2 10.46 \
    drtIter0Drc 73 \
    dp_hpwl_um 2594 \
    avgRoutedWirePerCell_um 12.16 \
    first_global_vias 1484 \
    critPathBufInv 1 \
    crit_type "register to output port" \
    synth.distinct_cells 43 \
    dr.pass1.iters 4 \
    logic_area_um2 903.4 \
    untimed_endpoints 62 \
    cp_slowest_cell "clkdlybuf4s50_1" \
    cts.clk_slew.worst_paths_ps 30 \
    power_density_nw_per_um2 179.7 \
    holdBufCountCts 0 \
    drive_gt1_frac 0.08182 \
    ys_area_um2 1997 \
    max_cap_viol_count 0 \
    design_area_um2 2396 \
    place.gp.congestion 0.8161 \
    syn_area_um2 1997 \
    postRouteAntennaNets 0 \
    vdd_drop_max_v 0.0002079 \
    rows 29 \
    whs_ps 425.5 \
    fp-utilization 0.3127 \
    unclocked_regs 38 \
    clk_latency_ps 210 \
    max_freq_mhz 775.5 \
    cts_inserted_buffers 3 \
    hold_path_class "register to register" \
    overflow 0 \
    htreeDepth 1 \
    dpl-instance-area_um2 2351 \
    grt_setup_unrepaired "false" \
    port_buffers 26 \
    top_area_cell "dfrtn_1" \
    warnings 28 \
    post_cts_buffers 0 \
    ys_top_cells_by_count "nor2_1, dfrtn_1, dfrtp_1" \
    tightestPinTransition_ps 407.8 \
    synth_warnings 3 \
    hold_viol 0 \
    required_ps 1120 \
    drc 0 \
    nFillCells 612 \
    synth-async-reset-ratio 0.9756 \
    period_needed_ps 1289 \
    antenna_found_initial 0 \
    arrival_ps 1010 \
    setup-violations-final 0 \
    area_growth_pct 19.99 \
    vias_per_cell 4.754 \
    finClkSkew_ps 1.776 \
    synth_cells 191 \
    grt_max_degree 39 \
    yosys.cell_count.top_type "nor2_1" \
    grt_first_pass_wirelength_um 6934 \
    cts_root_buffer "clkbuf_8" \
    max_stage_delay_ps 470 \
    chipWidth_um 83.59 \
    wirelength_um 3613 \
    timing.slew.headroom 0.7281 \
    pre_cts_ws_ps 250.0 \
    dr_total_vias 1412 \
    regArea_um2 1031 \
    setup_tns_ps 0 \
    ios 27 \
    period_used_share 0.9210 \
    final.setup.worst_slack_ps 110.5 \
    synth_top_area_share 0.2506 \
    p_leak_nw 0.9953 \
    clk_path_buf_depth 2 \
    path_cells "clkdlybuf4s50_1" \
    ys_ff 41 \
    grt_util_all_layers 0.1204 \
]
==> layout make-up <==
cell class | instances | area share
clock buffer | 4 | 0.01880
inverter | 9 | 0.01567
multi-input combinational | 137 | 0.3770
sequential | 41 | 0.4303
tap | 77 | 0.04021
timing repair buffer | 29 | 0.1180
==> path summary, 6_finish.rpt <==
kind | startpoint | endpoint | slack [ps] | depth (start not counted)
max | U_P_CLK.pclk | pclk | 110 | 1
min | U_P_CLK.p_counter[0] | U_P_CLK.p_counter[0] | 430 | 1
max reg2reg | U_P_CLK.p_counter[0] | U_P_CLK.pclk | 570 | 1
min reg2reg | U_P_CLK.p_counter[0] | U_P_CLK.p_counter[0] | 430 | 1
max in group asynchronous | reset | U_P_CLK.p_counter[0] | 830 | 3
min in group asynchronous | reset | U_P_CLK.p_counter[1] | 440 | 3
==> cells by family (layout without fill, tap and decap cells) <==
family / Yosys count / after routing / synth area share
AND/OR/NAND/NOR: 92 / 92 / 0.2519
flip-flops: 41 / 41 / 0.5163
XOR/XNOR: 25 / 25 / 0.1096
AND-OR/OR-AND: 13 / 13 / 0.04762
buffers and inverters: 13 / 42 / 0.03132
adder cells (fa/ha/maj): 6 / 6 / 0.03759
multiplexers: 1 / 1 / 0.005639
==> metrics by stage <==
stage          total power, mW  cells
2_1_floorplan           0.1619    191
6_report                0.4306    297
5_1_grt                 0.4605    297
3_3_place_gp            0.1862    293
4_1_cts                 0.4433    297
3_5_place_dp            0.1866    293
==> per-layer routing <==
metal  share of wire  track usage
met1            0.53       0.2019
met2            0.44       0.1766
met3           0.034      0.02510
met4               0     0.003082
met5               0            0
==> report_power, final <==
| part | internal (mW) | switching, mW |
|---|---|---|
| clock | 0.194 | 0.0549 |
| sequential | 0.136 | 0.000524 |
| combinational | 0.0100 | 0.0351 |
| total | 0.340 | 0.0906 |
==> sequential cells by signal, summed over array words and instances, names as in the netlist <==
| name | flops |
|---|---|
| U_F_CLK.p_counter | 17 |
| U_P_COUNTER.h_counter | 10 |
| U_P_COUNTER.v_counter | 10 |
| U_P_CLK.p_counter | 2 |
| U_F_CLK.fclk | 1 |
| U_P_CLK.pclk | 1 |
==> cell usage in the layout (no fill, tap or decap), types with 2 or more instances in the layout <==
master	n
and3_2	3
nor2_1	22
clkdlybuf4s50_1	26
and2_1	3
xnor2_1	17
o211ai_1	2
and4_4	2
clkbuf_8	3
nand4_1	9
nand2_1	14
xor2_1	8
nor3_1	9
buf_4	3
nand3_1	13
nor4_1	3
ha_1	6
and3_1	4
o21ai_0	2
dfrtp_1	20
dfrtn_1	20
inv_1	8
Power is estimated from default activity; no workload was simulated.
