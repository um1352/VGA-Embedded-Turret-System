`./constraint.sdc`:
```
current_design OV7670_Master

set clk_period 5.4
set clk_io_pct 0.2

create_clock -name clk0 -period $clk_period [get_ports {clk}]

set non_clock_inputs [all_inputs -no_clocks]
set_input_delay [expr $clk_period * $clk_io_pct] -clock clk0 $non_clock_inputs
set_output_delay [expr $clk_period * $clk_io_pct] -clock clk0 [all_outputs]
```
`./run.sh`:
```
#!/bin/bash
# OpenROAD 26Q1-2900-gdf79404cd8, Yosys 0.63+post, stock flow scripts
make -C /OpenROAD-flow-scripts/flow DESIGN_CONFIG=/design/flow/config.mk WORK_HOME=/design/flow/orfs finish
```
`./design.v`:
```
`timescale 1ns / 1ps
module OV7670_Master (
    input  logic clk,
    input  logic reset,
    input  logic startSig,
    output logic SCL,
    output logic SDA
);
    wire I2C_clk_400khz;
    wire I2C_clk_en;
    wire [7:0] addr;
    wire [15:0] dataRom;
    I2C_clk_gen U_I2C_clk_gen (
        .clk           (clk),
        .reset         (reset),
        .I2C_clk_en    (I2C_clk_en),
        .I2C_clk_400khz(I2C_clk_400khz)
    );
    SCCB_controlUnit U_SCCB_controlUnit (
        .clk           (clk),
        .reset         (reset),
        .startSig      (startSig),
        .I2C_clk_400khz(I2C_clk_400khz),
        .initData      ({8'h42, dataRom}),
        .SCL           (SCL),
        .SDA           (SDA),
        .I2C_clk_en    (I2C_clk_en),
        .addr          (addr)
    );
    OV7670_config_rom U_OV7670_config_rom (
        .clk (clk),
        .addr(addr),
        .dout(dataRom)
    );
endmodule
module SCCB_controlUnit (
    input  logic        clk,
    input  logic        reset,
    input  logic        I2C_clk_400khz,
    input  logic [23:0] initData,
    input               startSig,
    output logic        SCL,
    output logic        SDA,
    output logic        I2C_clk_en,
    output logic [ 7:0] addr
);
    typedef enum {
        SCL_IDLE,
        SCL_START,
        SCL_H2L,
        SCL_L2L,
        SCL_L2H,
        SCL_H2H,
        SCL_STOP
    } scl_e;
    typedef enum {
        SDA_IDLE,
        SDA_START,
        DEVICE_ID,
        ADDRESS_REG,
        DATA_REG,
        SDA_STOP
    } sda_e;
    scl_e scl_state;
    sda_e sda_state, sda_state_next;
    logic [5:0] bitCount, bitCount_next;
    logic [5:0] dataBit, dataBit_next;
    logic r_scl;
    logic r_sda, r_sda_next;
    logic r_I2C_clk_en;
    logic [7:0] r_addr, r_addr_next;
    logic initProcess, initProcess_next;
    assign SCL = r_scl;
    assign SDA = r_sda;
    assign I2C_clk_en = r_I2C_clk_en;
    assign addr = r_addr;
    always_ff @(posedge clk) begin : SCL_FSM_sequen
        if (reset) begin
            scl_state    <= SCL_IDLE;
            r_scl        <= 1'b1;
            r_I2C_clk_en <= 0;
        end else begin
            case (scl_state)
                SCL_IDLE: begin
                    if (sda_state == SDA_START) begin
                        r_I2C_clk_en <= 1'b1;
                        scl_state <= SCL_START;
                    end
                end
                SCL_START: begin
                    if (I2C_clk_400khz) begin
                        r_scl <= 1'b0;
                        scl_state <= SCL_H2L;
                    end
                end
                SCL_H2L: begin
                    if (I2C_clk_400khz) begin
                        r_scl <= 1'b0;
                        scl_state <= SCL_L2L;
                    end
                end
                SCL_L2L: begin
                    if (I2C_clk_400khz) begin
                        r_scl <= 1'b1;
                        scl_state <= SCL_L2H;
                    end
                end
                SCL_L2H: begin
                    if (I2C_clk_400khz) begin
                        if (sda_state == SDA_STOP) begin
                            r_scl <= 1'b1;
                            scl_state <= SCL_STOP;
                        end else begin
                            r_scl <= 1'b1;
                            scl_state <= SCL_H2H;
                        end
                    end
                end
                SCL_H2H: begin
                    if (I2C_clk_400khz) begin
                        r_scl <= 1'b0;
                        scl_state <= SCL_H2L;
                    end
                end
                SCL_STOP: begin
                    if (I2C_clk_400khz) begin
                        if (initProcess) begin
                            r_I2C_clk_en <= 1'b1;
                        end else begin
                            r_I2C_clk_en <= 1'b0;
                        end
                        r_scl <= 1'b1;
                        scl_state <= SCL_IDLE;
                    end
                end
            endcase
        end
    end
    always_ff @(posedge clk) begin : SDA_FSM
        if (reset) begin
            r_sda       <= 1'b1;
            sda_state   <= SDA_IDLE;
            bitCount    <= 0;
            dataBit     <= 23;
            r_addr      <= 0;
            initProcess <= 0;
        end else begin
            sda_state   <= sda_state_next;
            bitCount    <= bitCount_next;
            dataBit     <= dataBit_next;
            r_sda       <= r_sda_next;
            r_addr      <= r_addr_next;
            initProcess <= initProcess_next;
        end
    end
    always_comb begin : SDA_FSM_comb
        r_sda_next = r_sda;
        sda_state_next = sda_state;
        bitCount_next = bitCount;
        dataBit_next = dataBit;
        initProcess_next = initProcess;
        r_addr_next = r_addr;
        case (sda_state)
            SDA_IDLE: begin
                if (startSig) begin
                    initProcess_next = 1;
                    r_sda_next = 1'b0;
                    sda_state_next = SDA_START;
                end else if (initProcess) begin
                    if (I2C_clk_400khz) begin
                        r_sda_next = 1'b0;
                        sda_state_next = SDA_START;
                    end
                end
            end
            SDA_START: begin
                if (scl_state == SCL_H2L) sda_state_next = DEVICE_ID;
            end
            DEVICE_ID: begin
                case (scl_state)
                    SCL_H2L: begin
                        if (I2C_clk_400khz) begin
                            if (bitCount == 9) begin
                                bitCount_next = 1;
                                r_sda_next = initData[dataBit];
                                dataBit_next = dataBit - 1;
                                sda_state_next = ADDRESS_REG;
                            end else if (bitCount == 8) begin
                                r_sda_next = 1'bx;
                                bitCount_next = bitCount + 1;
                            end else if (bitCount < 8) begin
                                dataBit_next = dataBit - 1;
                                r_sda_next = initData[dataBit];
                                bitCount_next = bitCount + 1;
                            end
                        end
                    end
                    SCL_L2L: r_sda_next = r_sda;
                    SCL_L2H: r_sda_next = r_sda;
                    SCL_H2H: r_sda_next = r_sda;
                endcase
            end
            ADDRESS_REG: begin
                case (scl_state)
                    SCL_H2L: begin
                        if (I2C_clk_400khz) begin
                            if (bitCount == 9) begin
                                bitCount_next = 1;
                                r_sda_next = initData[dataBit];
                                dataBit_next = dataBit - 1;
                                sda_state_next = DATA_REG;
                            end else if (bitCount == 8) begin
                                r_sda_next = 1'bx;
                                bitCount_next = bitCount + 1;
                            end else if (bitCount < 8) begin
                                r_sda_next = initData[dataBit];
                                dataBit_next = dataBit - 1;
                                bitCount_next = bitCount + 1;
                            end
                        end
                    end
                    SCL_L2L: r_sda_next = r_sda;
                    SCL_L2H: r_sda_next = r_sda;
                    SCL_H2H: r_sda_next = r_sda;
                endcase
            end
            DATA_REG: begin
                case (scl_state)
                    SCL_H2L: begin
                        if (I2C_clk_400khz) begin
                            if (bitCount == 9) begin
                                bitCount_next = 1;
                                r_sda_next = initData[dataBit];
                                bitCount_next = 0;
                                dataBit_next = 23;
                                r_sda_next = 0;
                                sda_state_next = SDA_STOP;
                            end else if (bitCount == 8) begin
                                r_sda_next = 1'bx;
                                bitCount_next = bitCount + 1;
                            end else if (bitCount < 8) begin
                                r_sda_next = initData[dataBit];
                                if (dataBit == 0) dataBit_next = dataBit;
                                else dataBit_next = dataBit - 1;
                                bitCount_next = bitCount + 1;
                            end
                        end
                    end
                    SCL_L2L: r_sda_next = r_sda;
                    SCL_L2H: r_sda_next = r_sda;
                    SCL_H2H: r_sda_next = r_sda;
                endcase
            end
            SDA_STOP: begin
                case (scl_state)
                    SCL_L2L: r_sda_next = 0;
                    SCL_L2H: begin
                        if (I2C_clk_400khz) begin
                            if ((r_addr < 75) && (r_addr >= 0)) begin
                                r_addr_next = r_addr + 1;
                                initProcess_next = 1;
                            end else begin
                                initProcess_next = 0;
                            end
                            r_sda_next = 1'b1;
                            bitCount_next = 0;
                            dataBit_next = 23;
                            sda_state_next = SDA_IDLE;
                        end
                    end
                    SCL_H2H: r_sda_next = r_sda;
                endcase
            end
        endcase
    end
endmodule
module I2C_clk_gen (
    input  logic clk,
    input  logic reset,
    input  logic I2C_clk_en,
    output logic I2C_clk_400khz
);
    logic [$clog2(250):0] counter;   
    always_ff @(posedge clk) begin : I2C_clk_400khz_gen
        if (reset) begin
            I2C_clk_400khz <= 0;
            counter <= 0;
        end else begin
            if (I2C_clk_en) begin
                if (counter == 250) begin
                    I2C_clk_400khz <= 1;
                    counter <= 0;
                end else begin
                    I2C_clk_400khz <= 0;
                    counter <= counter + 1;
                end
            end else begin
                I2C_clk_400khz <= 0;
                counter <= 0;
            end
        end
    end
endmodule
module OV7670_config_rom (
    input logic clk,
    input logic [7:0] addr,
    output logic [15:0] dout
);
    always @(posedge clk) begin
        case (addr)
            0: dout <= 16'h12_80;   
            1: dout <= 16'hFF_F0;   
            2: dout <= 16'h12_14;   
            3: dout <= 16'h11_80;   
            4: dout <= 16'h0C_04;   
            5: dout <= 16'h3E_19;   
            6: dout <= 16'h04_00;   
            7: dout <= 16'h40_d0;   
            8: dout <= 16'h3a_04;   
            9: dout <= 16'h14_18;   
            10: dout <= 16'h4F_B3;   
            11: dout <= 16'h50_B3;   
            12: dout <= 16'h51_00;   
            13: dout <= 16'h52_3d;   
            14: dout <= 16'h53_A7;   
            15: dout <= 16'h54_E4;   
            16: dout <= 16'h58_9E;   
            17:
            dout <= 16'h3D_C0;  
            18: dout <= 16'h17_15;   
            19:
            dout <= 16'h18_03;  
            20: dout <= 16'h32_00;   
            21: dout <= 16'h19_03;   
            22: dout <= 16'h1A_7B;   
            23: dout <= 16'h03_00;   
            24: dout <= 16'h0F_41;   
            25:
            dout <= 16'h1E_00;  
            26: dout <= 16'h33_0B;   
            27: dout <= 16'h3C_78;   
            28: dout <= 16'h69_00;   
            29: dout <= 16'h74_00;   
            30:
            dout <= 16'hB0_84;  
            31: dout <= 16'hB1_0c;   
            32: dout <= 16'hB2_0e;   
            33: dout <= 16'hB3_80;   
            34: dout <= 16'h70_3a;
            35: dout <= 16'h71_35;
            36: dout <= 16'h72_11;
            37: dout <= 16'h73_f1;
            38: dout <= 16'ha2_02;
            39: dout <= 16'h7a_20;
            40: dout <= 16'h7b_10;
            41: dout <= 16'h7c_1e;
            42: dout <= 16'h7d_35;
            43: dout <= 16'h7e_5a;
            44: dout <= 16'h7f_69;
            45: dout <= 16'h80_76;
            46: dout <= 16'h81_80;
            47: dout <= 16'h82_88;
            48: dout <= 16'h83_8f;
            49: dout <= 16'h84_96;
            50: dout <= 16'h85_a3;
            51: dout <= 16'h86_af;
            52: dout <= 16'h87_c4;
            53: dout <= 16'h88_d7;
            54: dout <= 16'h89_e8;
            55: dout <= 16'h13_e0;   
            56: dout <= 16'h00_00;   
            57: dout <= 16'h10_00;   
            58: dout <= 16'h0d_40;   
            59: dout <= 16'h14_18;   
            60: dout <= 16'ha5_05;   
            61: dout <= 16'hab_07;   
            62: dout <= 16'h24_95;   
            63: dout <= 16'h25_33;   
            64: dout <= 16'h26_e3;   
            65: dout <= 16'h9f_78;   
            66: dout <= 16'ha0_68;   
            67: dout <= 16'ha1_03;   
            68: dout <= 16'ha6_d8;   
            69: dout <= 16'ha7_d8;   
            70: dout <= 16'ha8_f0;   
            71: dout <= 16'ha9_90;   
            72: dout <= 16'haa_94;   
            73: dout <= 16'h13_e7;   
            74: dout <= 16'h69_07;
            default: dout <= 16'hFF_FF;   
        endcase
    end
endmodule
```
`./config.mk`:
```
export PLATFORM = sky130hd
export DESIGN_NAME = OV7670_Master
export DESIGN_NICKNAME = OV7670_Master
export VERILOG_FILES = /design/flow/design.v
export SDC_FILE = /design/flow/constraint.sdc
export NUM_CORES = 4
export LEC_CHECK = 1
export CORE_UTILIZATION = 30
```
==> impl_metrics.tcl <==
# yosys + openroad results
set metrics [dict create \
    portBuffers 4 \
    placedInstanceArea_mm2 0.00488 \
    clock-sinks 63 \
    rows 45 \
    clkTransAtPathRegs_ns 0.06 \
    num_vias 4451 \
    hold_viol 0 \
    cts_root_buffer "clkbuf_16" \
    dp.cells 778 \
    post_cts_resized 0 \
    postCtsHoldBufs 0 \
    async_reset_ff_frac 0 \
    cts_tree "yes" \
    syn2layout_area_growth_pct 8.29 \
    first_iter_violations 534 \
    lay_top_count "nor2_1" \
    ios 5 \
    dieWidth_um 128 \
    routed_wl_um 12800 \
    dp_slack_ns 2.69 \
    stdcell_count 794 \
    design.core.area_mm2 0.0153 \
    grt_first_pass_wirelength_um 21100 \
    grtUsageTotal 0.161 \
    tightestPinTransition_ns 0.757 \
    setup_violations 0 \
    cts_buffer_depth 2 \
    finalPower_mw 1.01 \
    syn_avg_cell_area_um2 7.81 \
    via_per_inst 5.61 \
    drc 0 \
    cap_viol_max_count 0 \
    synth_area_mm2 0.00476 \
    timing.final.ws_setup_ns 2.63 \
    yosys_area_mm2 0.00476 \
    crit_chain "buf_4, inv_1, ha_1, inv_1, ha_1, nor2_1, o21ai_0, and4_1, o31ai_1, a21o_1" \
    gr-total-overflow 0 \
    slew_viol_final 0 \
    endpoint_kind "register" \
    warning_count 50 \
    ys_seq_share 0.265 \
    required_ns 5.67 \
    post-route-period-util 0.513 \
    htreeDepth 3 \
    grt_pass1_vias 3936 \
    ff2ff_path_depth 10 \
    yosysWarnings 3 \
    synth-main-ff-cell "dfxtp_1" \
    fp_util 0.311 \
    power_leakage_nw 1.88 \
    edf_count 0 \
    wire_per_inst_um 16.1 \
    gp_congestion 0.922 \
    status "completed" \
    layout_top_cells "nor2_1, dfxtp_1, nand2_1, a21oi_1, o21ai_0" \
    yosys-stat-cells 609 \
    rsz0062_at_grt "false" \
    grt_antenna_before_repair 0 \
    grt_start_max_net_pins 70 \
    critPathLaunchType "register" \
    synth_cell_type_count 71 \
    slew_headroom 0.495 \
    drtPass1Iterations 5 \
    final_area_mm2 0.00515 \
    cp.arrival_ns 3.04 \
    slowest_delay_ns 0.61 \
    min_path_type "register to register" \
    layout-drive-gt1-share 0.0823 \
    ir_drop_mv 0.134 \
    post-route-util 0.336 \
    syn-instance-count 609 \
    cts_setup_buffers 0 \
    crit_type "register to register" \
    numCtsBuffers 9 \
    insertedDiodeCount 0 \
    pwr_density_cell_mw_per_mm2 197 \
    fin_skew_ns 0.00666 \
    clkLatencyLatePin_ns 0.32 \
    crit_fanout 23 \
    hpwlAfterDp_um 8280 \
    synth-seq-cells 63 \
    clock.fmax_mhz 361 \
    nFillCells 1597 \
    hold_depth 2 \
    cp_slowest_cell "ha_1" \
    fin_tns_setup_ns 0 \
    hold_ws_ns 0.480 \
    layout_min_cycle_time_ns 2.77 \
    fp.dieH_um 128 \
    chip_area_mm2 0.0164 \
    antenna_left 0 \
]
==> flip-flops by register name (all words and copies together) (netlist names) <==
register and flops:
U_SCCB_controlUnit.sda_state 6, U_I2C_clk_gen.counter 9, U_SCCB_controlUnit.dataBit 6, U_SCCB_controlUnit.r_sda 1
U_OV7670_config_rom.dout 16, U_SCCB_controlUnit.scl_state 7, U_SCCB_controlUnit.r_addr 8, U_SCCB_controlUnit.initProcess 1
U_SCCB_controlUnit.bitCount 6, U_SCCB_controlUnit.r_scl 1, U_SCCB_controlUnit.r_I2C_clk_en 1, U_I2C_clk_gen.I2C_clk_400khz 1
==> area by class of cell <==
class	instances	area [um^2]	share of cell area
clock inverters	7	48.8	0.00947
multi-input cells	468	3160	0.613
flip-flops and latches	63	1260	0.245
clock buffers	9	225	0.0437
inverters	24	90.1	0.0175
well taps	211	264	0.0513
repair buffers	12	100	0.0194
==> power by group <==
| group | internal [mW] | switching, mW | leakage (nW) |
|---|---|---|---|
| registers | 0.470 | 0.00432 | 0.511 |
| logic | 0.00955 | 0.0122 | 1.23 |
| clock network | 0.310 | 0.207 | 0.136 |
==> kinds of logic (layout without fill, tap and decap cells) <==
kind of cell	count (synthesis)	count (layout)	share of synthesized area
DFF	63	63	0.265
buffers and inverters	78	52	0.0708
xor gates and xnor gates	12	12	0.0221
muxes	17	17	0.0516
AOI/OAI and AO/OA	186	186	0.267
and+or+nand+nor	221	221	0.239
adders and majority gates	32	32	0.0842
==> cell usage after synthesis, types with 5 or more instances <==
cell type  number  area (um^2)
dfxtp_1        63         1260
nand2b_1       20          125
clkbuf_1       28          105
nor3_1         20          100
a211oi_1       14          105
a211o_1         5         43.8
nand2_1        45          169
o21ai_0        38          190
buf_2          20          100
xnor2_1         8         70.1
mux4_2          6          135
nand3_1        19         95.1
a2111oi_0       5         43.8
o31ai_1         9         67.6
and3_1          8         50.1
a21o_1          6         45.0
ha_1           32          400
o21bai_1        6         45.0
inv_1          22         82.6
mux2i_1        11          110
nor2b_1        11         68.8
o311ai_0        5         43.8
a21oi_1        43          215
a31oi_1         6         37.5
nor2_1         63          236
==> per-layer routing <==
| layer | GRT usage | routed length (um) |
|---|---|---|
| met5 | 0 | 0 |
| met4 | 0.0388 | 249 |
| met3 | 0.0191 | 805 |
| met2 | 0.238 | 5680 |
| met1 | 0.252 | 6050 |
==> worst max-delay path, delay by kind of cell (launching register included) <==
| family | cells | cell delay (ns) |
|---|---|---|
| flip-flops | 1 | 0.30 |
| buffers and inverters | 3 | 0.73 |
| AND-OR/OR-AND | 3 | 0.49 |
| AND/OR/NAND/NOR | 2 | 0.30 |
| adder cells (fa/ha/maj) | 2 | 0.90 |
==> final timing paths <==
path	endpoint	slack (ns)	startpoint
max reg2reg	U_OV7670_config_rom.dout[11]	2.63	U_SCCB_controlUnit.r_addr[1]
min reg2reg	U_SCCB_controlUnit.dataBit[5]	0.48	U_SCCB_controlUnit.dataBit[5]
min	U_SCCB_controlUnit.dataBit[5]	0.48	U_SCCB_controlUnit.dataBit[5]
max	U_OV7670_config_rom.dout[11]	2.63	U_SCCB_controlUnit.r_addr[1]
Power is estimated from default activity; no workload was simulated.
